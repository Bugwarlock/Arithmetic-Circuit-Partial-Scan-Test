[./run.sh]
#!/bin/bash
# OpenROAD 26Q1-2900-gdf79404cd8, Yosys 0.63+post, stock flow scripts
make -C /OpenROAD-flow-scripts/flow DESIGN_CONFIG=/design/flow/config.mk WORK_HOME=/design/flow/orfs finish
[./constraint.sdc]
current_design fourFunc

set clk_period 11.5
set clk_io_pct 0.2

create_clock -name clk0 -period $clk_period [get_ports {clk}]

set non_clock_inputs [all_inputs -no_clocks]
set_input_delay [expr $clk_period * $clk_io_pct] -clock clk0 $non_clock_inputs
set_output_delay [expr $clk_period * $clk_io_pct] -clock clk0 [all_outputs]
[./design.v]
`timescale 1 ns/ 100 ps
module Table ( func,addr, tableData );
	parameter ADDR_WIDTH = 4;
	parameter F_WIDTH = 8;
	input func;
	input [ADDR_WIDTH - 1:0] addr;
	output [F_WIDTH - 1: 0 ] tableData;
	wire [ADDR_WIDTH :0] addr_table;
	reg [31:0]temp;
	assign addr_table = (func==1'b1) ? {1'b0,addr} : {1'b1,addr};
	always @( addr_table ) begin
		temp <= 0;
		case ( addr_table )
			0: temp <=  32'h00000000;
			1: temp <=  32'h80000000;   
			2: temp <=  32'h15555555;   
			3: temp <=  32'h08888889;   
			4: temp <=  32'h04924925 ;  
			5: temp <=  32'h02D82D83;   
			6: temp <=  32'h01F07C1F;   
			7: temp <=  32'h01681681;   
			8: temp <=  32'h01111111;   
			9: temp <=  32'h00D62B81;   
			10: temp<=  32'h00AC7692;   
			11: temp<=  32'h008DDA52;   
			12: temp<=  32'h0076B982;   
		  13: temp<=  32'h0064D31A;   
			14: temp<=  32'h0056B016;   
			15: temp<=  32'h004B5428;   
			16: temp<=  32'h00421084;   
			17: temp<=  32'h003A68F5;   
			18: temp<=  32'h00340340;   
			19: temp<=  32'h002E9C96;   
			20: temp<=  32'h002A02A0;   
			21: temp<=  32'h00260EDE;   
			22: temp<=  32'h0022A373;   
			23: temp<=  32'h001FA8EF;   
			24: temp<=  32'h001D0CB6;   
			25: temp<=  32'h001ABFD8;   
			26: temp<=  32'h0018B640;   
		  27: temp<=  32'h0016E60F;   
			28: temp<=  32'h00154726;   
			29: temp<=  32'h0013D2C7;   
			30: temp<=  32'h00128354;   
			31: temp<=  32'h00115412;   
			32: temp <=  32'hFFFFFFFF;  
			33: temp <=  32'h2AAAAAAB;   
			34: temp <=  32'h0CCCCCCD;   
			35: temp <=  32'h06186186;   
			36: temp <=  32'h038E38E4;  
			37: temp <=  32'h0253C825;   
			38: temp <=  32'h01A41A42;   
			39: temp <=  32'h01381381;   
			40: temp <=  32'h00F0F0F1;   
			41: temp <=  32'h00BFA030;   
			42: temp<=   32'h009C09C1;   
			43: temp<=   32'h0081848E;   
			44: temp<=   32'h006D3A07;   
		  45: temp<=   32'h005D5B2B;   
			46: temp<=   32'h0050B599;   
			47: temp<=   32'h00467804;   
			48: temp<=   32'h003E0F84;   
			49: temp<=   32'h00371280;   
			50: temp<=   32'h00313382;   
			51: temp<=   32'h002C38A9;   
			52: temp<=   32'h0027F602;   
			53: temp<=   32'h002449B6;   
			54: temp<=   32'h00211957;   
			55: temp<=   32'h001E500B;   
			56: temp<=   32'h001BDD2C;   
			57: temp<=   32'h0019B34D;   
			58: temp<=   32'h0017C786;   
		  59: temp<=   32'h001610E5;   
			60: temp<=   32'h00148805;   
			61: temp<=   32'h001326C0;   
			62: temp<=   32'h0011E7F0;   
			63: temp<=   32'h0010C708;   
		endcase
	end  
	assign tableData = temp[31: 31 - F_WIDTH + 1 ];
endmodule
`timescale 1 ns/ 100 ps
module fourFunc ( clk, rst, start, func, x, busy, resultIPart, resultFPart );
	parameter F_WIDTH = 8;
	parameter NUM_OF_TERMS = 8; 
	parameter CNT_WIDTH = 4;
	input	clk;
	input	rst;
	input	start;
	input [1:0] func;
	input  [F_WIDTH - 1:0] x;
	output 	busy;
	output [1:0 ] resultIPart;
	output [F_WIDTH - 1: 0 ]resultFPart;
	wire [CNT_WIDTH - 1:0] addr;
	wire  [F_WIDTH - 1: 0 ] tableData;
	fourFuncEngine #( F_WIDTH, NUM_OF_TERMS, CNT_WIDTH )
				fourFuncEngine1( clk, rst, start,func, x, busy, addr, tableData, resultIPart, resultFPart );
	Table	#( CNT_WIDTH, F_WIDTH )
			Table1( func[0],addr, tableData );
endmodule
`timescale 1 ns/ 100 ps
module fourFuncEngine	( clk, rst, start, func, x, busy, addr, tableData, resultIPart, resultFPart );
	parameter F_WIDTH = 8;
	parameter NUM_OF_TERMS = 8; 
	parameter CNT_WIDTH = 4;
	input	clk;
	input	rst;
	input	start;
	input [1:0] func;
	input  [F_WIDTH - 1:0] x;
	output 	busy;
	output [CNT_WIDTH - 1:0] addr;
	input  [F_WIDTH - 1: 0 ] tableData;
	output [1:0 ] resultIPart;
	output [F_WIDTH - 1: 0 ]resultFPart;
	reg [F_WIDTH - 1:0] registerdX;
	reg [F_WIDTH - 1:0] term;
	reg [1:0 ] resultIPart;
	reg [F_WIDTH - 1: 0 ]resultFPart; 
	wire [F_WIDTH * 2  - 1: 0 ] multResult;
	reg [F_WIDTH - 1: 0 ] multRInput;
	wire [F_WIDTH + 1: 0] addResult,subResult;
	reg [CNT_WIDTH - 1:0] counter;
	wire [31:0] zeros;
	reg addsub;
	reg loadInput;
	reg rstInput;
	reg loadTerm;
	reg initTerm;
	reg rstTerm;
	reg selTableData;
	reg rstResultRegs;
	reg initResultRegs;
	reg loadResultRegs;
	reg incCounter;
	reg rstCounter;
	reg initCounter;
	reg busy;
	reg negateAddSubReg;
	reg [2:0] pState, nState;
	always @(posedge clk ) begin
		if( rstInput )
			registerdX <= 0;
		else if( loadInput )
			registerdX <= x;
	end
	always  @( posedge clk ) begin
		if( rstTerm )
			term <= 0;
		else if( initTerm ) begin
			term <= (func[0]==1'b1)? 32'hFFFFFFFF : {zeros[31:F_WIDTH],x} ;
			end
		else if( loadTerm )
			term <= multResult [F_WIDTH * 2  - 1: F_WIDTH ];		
	end
	always @( selTableData or tableData or registerdX ) begin
		if( selTableData )
			multRInput <= tableData;
		else
			multRInput <= registerdX;
	end
	assign 	multResult = term * multRInput ;
	assign addResult = term + { resultIPart, resultFPart };
	assign subResult = { resultIPart, resultFPart } - term;
	always @(posedge clk ) begin
		if( rstResultRegs )
			{ resultIPart, resultFPart } <= 0;
		else if( initResultRegs ) begin
			resultIPart <= (func[0]==1'b1) ? 1 : 0;	
            resultFPart <= (func[0]==1'b1) ? 0 : x;				
        end
		else if( loadResultRegs )
			{ resultIPart, resultFPart } <= (addsub==1'b1) ?addResult : subResult;
	end
	always @(posedge clk ) begin
		if( rstCounter )
			counter <= 0;
		else if ( initCounter )
			counter <= 1;
		else if( incCounter )
			counter <= counter + 1;
	end
	assign addr = counter;
	assign zeros=		32'h00000000;
	always @( pState or rst or start or counter ) begin
		nState <= 0;
		loadInput <= 1'b0;
		rstInput <= 1'b0;
		loadTerm <= 1'b0;
		rstTerm <= 1'b0;
		initTerm <= 1'b0;
		selTableData <= 1'b0;
		rstResultRegs <= 1'b0;
		initResultRegs <= 1'b0;
		loadResultRegs <= 1'b0;
		initResultRegs <= 1'b0;
		incCounter <= 1'b0;
		rstCounter <= 1'b0;
		initCounter <= 1'b0;
		busy <= 1'b1;
		negateAddSubReg <= 1'b0;
		case ( pState )
			0 : begin
				rstInput <= 1'b1;
				rstTerm  <= 1'b1;
				rstResultRegs  <= 1'b1;
				rstCounter  <= 1'b1;
				busy <= 1'b0;
				if( rst )
					nState <= 0;
				else
					nState <= 1;
			end
			1: begin
				busy <= 1'b0;				
				if( start ) begin
					loadInput <= 1'b1;
					initResultRegs <= 1'b1;
					initTerm <= 1'b1;
					initCounter <= 1'b1;
					nState <= 2;
				end
				else
					nState <= 1;
			end
			2: begin
			    negateAddSubReg <= 1'b1;
				selTableData <= 1'b1;
				loadTerm <=1'b1;
				nState <= 3;
			end
			3: begin
				loadTerm <=1'b1;
				nState <= 4;
			end
			4: begin
				loadTerm <=1'b1;
				incCounter <= 1'b1;
				nState <= 5;
			end
			5: begin
				loadResultRegs <= 1'b1;
				if( counter < NUM_OF_TERMS )
					nState <= 2;
				else
					nState <= 6;
			end
			6: begin
				busy <= 1'b0;
				nState <= 1;
			end
		endcase
	end
	always @(posedge clk ) begin
		if( rst )
			pState <= 0;
		else
			pState <= nState;
	end
	always @(posedge clk ) begin
	if( pState== 1 )
		addsub <= 1'b1;
	else if(negateAddSubReg == 1'b1)
	  if(func[1]==1'b0)
		addsub <= (~addsub);
	end
endmodule
[./config.mk]
export PLATFORM = sky130hd
export DESIGN_NAME = fourFunc
export DESIGN_NICKNAME = fourFunc
export VERILOG_FILES = /design/flow/design.v
export SDC_FILE = /design/flow/constraint.sdc
export NUM_CORES = 4
export LEC_CHECK = 1
export CORE_UTILIZATION = 50
==> flow_metrics.py <==
# Physical implementation metrics
metrics = {
    "floorplan": {
        "dieArea_mm2": 0.00930,
        "core_mm2": 0.00868,
        "initial_core_util_pct": 51.4,
        "die_y_um": 96.4,
        "num_rows": 34,
        "die_x_um": 96.4,
        "pin_count": 24,
    },
    "yosys": {
        "yosysCellCount": 549,
        "yosys_warnings": 2,
        "ys_seq_share_pct": 17.1,
        "syn_area_per_cell_um2": 8.12,
        "syn_area_mm2": 0.00446,
        "edf_count": 0,
        "syn_inst": 549,
        "ys.flop_type": "dfxtp_1",
        "synth.top_cell.area_share_pct": 17.1,
        "ys_types": 57,
        "ys.flops": 38,
        "area_leaders": "dfxtp_1 (17%), fa_1 (16%), ha_1 (13%), and2_1 (4.6%), a21oi_1 (4.5%)",
        "ys_chip_area_mm2": 0.00446,
        "yosys.area.top_type": "dfxtp_1",
        "async_flop_share_pct": 0,
    },
    "job": {
        "drv_cap": 0,
        "tool_warnings": 28,
    },
    "power_and_ir_drop": {
        "comb_power_share_pct": 19.4,
        "seqPwrFrac_pct": 41.4,
        "swShare_pct": 28.9,
        "p_per_area_mw_per_mm2": 73.0,
        "p_switching_mw": 0.103,
        "p_clk_share_pct": 39.2,
        "peakVddDrop_mv": 0.0760,
        "p_leak_nw": 2.22,
        "intPower_mw": 0.253,
    },
    "final_timing": {
        "tns_ns": 0,
        "finClkSkew_ns": 0.00966,
        "max_freq_mhz": 126,
        "worst_pin_slew_ns": 0.891,
        "slew_viol_final": 0,
        "finalCritPeriodShare_pct": 69.0,
        "slew-limit-headroom_pct": 40.4,
        "setup_viol": 0,
        "hold_viol": 0,
        "rsz0062_at_grt": "no",
        "hold-worst-slack_ns": 0.453,
        "finalCriticalPeriod_ns": 7.93,
    },
    "routing": {
        "via_per_inst": 5.74,
        "final_antenna_net_count": 0,
        "drc_errors": 0,
        "num_vias": 3814,
        "drt_iter0_drc": 147,
        "wl_per_cell_um": 17.0,
        "routed_wl_um": 11300,
        "insertedDiodeCount": 0,
        "drt-pass1-iter-count": 4,
    },
    "placed_design": {
        "port_buffers": 23,
        "dpl.cell_count": 657,
        "placedInstanceArea_mm2": 0.00473,
        "hpwl_um": 8760,
        "place_congestion": 0.895,
    },
    "final_layout": {
        "fill_cells": 847,
        "final_area_mm2": 0.00487,
        "logic_area_mm2": 0.00339,
        "final_util_pct": 56.1,
        "syn_to_final_growth_pct": 9.18,
        "stdcell_count": 665,
        "seqCellArea_um2": 761,
        "drive_above_1_share_pct": 4.13,
    },
    "clock_tree": {
        "cts.hold.buffers_added": 0,
        "cts.sinks": 38,
        "clockBufferDepth": 2,
        "cts_resized": 0,
        "htree_num_levels": 2,
        "cts.clk_slew.worst_paths_ns": 0.08,
        "cts_tree": "done",
        "clkLatencyLatePin_ns": 0.30,
        "numCtsBuffers": 5,
        "post_cts_buffers": 0,
        "cts-root-buf": "clkbuf_8",
    },
    "outcome": {
        "status": "finished, final reports clean",
    },
    "critical_path": {
        "cp_cell_sequence": "clkdlybuf4s50_1, clkinv_1, nor2_1, nand2_1, o22ai_1, and2_1, fa_1, fa_1, fa_1, inv_1, fa_1, inv_1, ha_1, o21a_1, o21ai_0, or3_1, o2111a_1, or3_1",
        "rrSetupSlack_ns": 5.73,
        "cp_max_fo": 13,
        "slowest_delay_ns": 0.73,
        "critPathKind": "input pin to register",
        "cp.arrival_ns": 8.11,
        "endpoint_kind": "register",
        "required_ns": 11.68,
        "crit_path_frequent_cell": "fa_1",
        "cpMaxStageDelayCell": "clkdlybuf4s50_1",
        "start_kind": "input pin",
    },
    "global_routing": {
        "track_usage_pct": 26.8,
        "grt_pass1_vias": 3573,
        "antenna_found_initial": 0,
        "grt_overflow": 0,
        "grt_pass1_wl_um": 18100,
        "grt_max_degree": 34,
    },
    "worst_hold_path": {
        "worstHoldPathType": "register to register",
    },
}
-- placed cells by master, fill, tap and decap left out, types with 3 or more instances in the layout --
cell type and n:
nor2_1 48, ha_1 48, inv_1 47, nand2_1 43, a21oi_1 40, dfxtp_1 38, fa_1 36, and2_1 33
nor2b_1 24, clkdlybuf4s50_1 23, o21ai_0 20, nand3_1 15, nor3_1 12, a31oi_1 10, xnor2_1 10, nand2b_1 7
xor2_1 7, a211oi_1 7, nor4_1 6, a21o_1 6, nand4_1 6, clkbuf_8 5, nand4b_1 4, o22ai_1 4
mux2i_1 4, o21a_1 4, buf_4 4, o211ai_1 3, and3_1 3, nand3b_1 3
-- synthesized netlist by cell type, types with 10 or more instances --
cell	instances
a21oi_1	40
a31oi_1	10
and2_1	33
clkbuf_1	20
dfxtp_1	38
fa_1	36
ha_1	48
inv_1	47
nand2_1	43
nand3_1	15
nor2_1	48
nor2b_1	24
nor3_1	12
o21ai_0	20
xnor2_1	10
-- state kept, by name, summed over array words and instances, names as in the netlist --
| register | flops |
|---|---|
| fourFuncEngine1.pState | 7 |
| fourFuncEngine1.resultFPart | 8 |
| fourFuncEngine1.counter | 4 |
| fourFuncEngine1.resultIPart | 2 |
| fourFuncEngine1.term | 8 |
| fourFuncEngine1.addsub | 1 |
| fourFuncEngine1.registerdX | 8 |
-- final cells by class --
cell class | count | area share, %
Tap cell | 108 | 2.78
Multi-Input combinational cell | 435 | 69.6
Sequential cell | 38 | 15.6
Clock inverter | 3 | 1.41
Clock buffer | 5 | 1.41
Inverter | 49 | 3.78
Timing Repair Buffer | 27 | 5.35
-- worst max-delay path: cells and delay by family --
kind | cells | cell delay, ns
compound gates | 4 | 0.97
fa+ha+maj | 5 | 2.36
buf+inv | 4 | 1.17
simple gates | 5 | 1.31
-- worst paths after layout --
check,startpoint,cells past startpoint,endpoint
max,func[0],18,fourFuncEngine1.term[6]
min,fourFuncEngine1.registerdX[4],2,fourFuncEngine1.registerdX[4]
max reg2reg,fourFuncEngine1.pState[2],15,fourFuncEngine1.term[6]
min reg2reg,fourFuncEngine1.registerdX[4],2,fourFuncEngine1.registerdX[4]
-- layer usage --
metal  up-vias  part of all wire, %  wire length (um)  track usage, %
met1      1809                   46              5220            39.5
met5         -                    0                 0               0
met2        87                   47              5320            43.4
met3        15                  4.9               552            3.82
li1       1903                    -                 -               -
met4         0                  1.7               187            5.02
-- power by group through the flow --
stage,registers [mW],logic [mW],clock network [mW]
6_report,0.147,0.0689,0.139
4_1_cts,0.147,0.0690,0.142
5_1_grt,0.149,0.0772,0.147
-- through the flow --
step / power, mW / setup slack (ns)
after floorplan: 0.195 / 4.19
final: 0.356 / 3.57
after detailed placement: 0.219 / 3.29
after CTS: 0.359 / 3.60
after global placement: 0.219 / 3.38
after global routing: 0.372 / 3.22
-- kinds of logic after synthesis --
family	Yosys count	share of synthesized area [%]
flops	38	17.1
mux	6	1.40
xor+xnor	17	3.34
simple gates	213	24.8
fa+ha+maj	84	29.6
compound gates	115	16.9
buf+inv	76	6.90
Power and IR drop assume default switching activity.
